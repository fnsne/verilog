$ cat ./config.mk
export PLATFORM = sky130hd
export DESIGN_NAME = ALU
export DESIGN_NICKNAME = ALU
export VERILOG_FILES = /design/flow/design.v
export SDC_FILE = /design/flow/constraint.sdc
export NUM_CORES = 4
export LEC_CHECK = 1
export CORE_UTILIZATION = 30
export SYNTH_HDL_FRONTEND = slang
$ cat ./constraint.sdc
current_design ALU

set clk_period 1.7
set clk_io_pct 0.2

create_clock -name clk0 -period $clk_period [get_ports {clk}]

set non_clock_inputs [all_inputs -no_clocks]
set_input_delay [expr $clk_period * $clk_io_pct] -clock clk0 $non_clock_inputs
set_output_delay [expr $clk_period * $clk_io_pct] -clock clk0 [all_outputs]
$ cat ./design.v
module ALU( opcode, clk, reset, accum, data, alu_out, zero );
	input opcode, clk, reset, accum, data;
	output alu_out, zero;
	wire [2:0] opcode;
	wire [7:0] accum, data;
	reg [7:0] alu_out;
	reg zero;
	always @( posedge clk or posedge reset )
		begin
			if( reset )
				begin
					alu_out = 8'b00000000;
				end
			else
				begin
					case( opcode )
						3'b000 : alu_out = accum;
						3'b001 : alu_out = accum + data;
						3'b010 : alu_out = accum - data;
						3'b011 : alu_out = accum & data;
						3'b100 : alu_out = accum ^ data;
						3'b101 : 
							begin
								if( accum[7] )
									begin
										alu_out = ( accum - 1 ) ^8'b11111111;
									end
								else
									alu_out = accum;
							end
						3'b110 : alu_out = accum * 8'b00000101 + accum / 8'b00001000;
						3'b111 : 
							begin
								if(accum > 128 )
									alu_out = (data ^ 8'b11111111) + 1;
								else
									alu_out = data ^ 8'b11111111;
							end 
				endcase
				end
		end
	always@( alu_out )
		begin
			if( !alu_out )
					zero = 1;
			else
					zero = 0;
		end
endmodule
$ cat ./run.sh
#!/bin/bash
# OpenROAD 26Q1-2900-gdf79404cd8, Yosys 0.63+post, stock flow scripts
make -C /OpenROAD-flow-scripts/flow DESIGN_CONFIG=/design/flow/config.mk WORK_HOME=/design/flow/orfs finish
==> CHANGELOG.md <==
### Metrics

* Hold Path Class: input port to asynchronous set/reset pin
* Site Rows at 28
* Layout cells sized above 1 at 39.1%
* DRC violation count after routing at 0
* Crit path max fanout at 3
* Core Area at about 0.006 mm2
* Dominant cell area share at between 20% and 30%
* Min Tclk post-route at around 2.3 ns
* Number of flip-flops in the largest register at 8
* Cells after Synth at 244
* Seq/Total Area, Yosys at a little over a tenth
* Total CTS buffers at 3
* Via count at roughly 2100
* Initial antenna violation count at 0
* Wire length per cell at 14.4 um
* Synth area leader: ha_1
* Yosys cell count at between 200 and 250
* Largest net degree at the start of global routing at 18
* Cycle use final at 135%
* Fin. max-slew vios at 0
* Register bit total from synthesis at 8
* Antenna Cells at 0
* Total grt overflow at 0
* Vias in the first global route at roughly 2000
* Crit path launch type: input port
* Area Overhead vs Synth at 65.7%
* Maximum vdd ir drop at around 400 uV
* Slowest CP cell: fa_1
* CP Capture Type: flip-flop
* Status: complete, but fails checks
* Psw at approximately 600 uW
* Clock tree buffer depth at 2
* I/O Buffers at 29
* Top delay family on crit path: adder cells
* Starting DRT DRC Count at roughly 110
* Chip footprint at 0.00667 mm2
* Via-to-Cell Ratio at between 5 and 6
* Die Span Y at 81.6 um
* Post-Syn Area at roughly 0.0019 mm2
* CP Cell Sequence: buf_8, ha_4, fa_1, ha_4, buf_6, xnor2_2, o311ai_1, o21a_1, a211oi_2, a21boi_1, a2bb2oi_1
* EDFF count, synth at 0
* Most used cell, CP: ha_4
* Distinct lib cells at between 50 and 60
* Fmax at between 400 and 500 MHz
* Register share of total power at around 15%
* Clock Tree Root: clkbuf_8
* Clock share of power at 13.8%
* CTS tree: yes
* Failing checks: negative setup slack
* Syn avg cell area at just under 8 um2
* Switching Share at around 37%
* Synth warn at 0
* Chip Area, Yosys at between 0.0015 and 0.002 mm2
* Die X-Extent at 81.6 um
* Unrepaired setup endpoints after global routing: yes
* Worst slew pin tran at 0.339 ns
* GRT Total Usage at between 15 and 20%
* Non-filler cells, final at between 400 and 500
* Fin worst setup slack at -0.589 ns
* Gate power share at between 70% and 80%
* Tool warnings at 30
* Post-synth ARST share at 100%
* Final WL at between 6000 and 7000 um
* Top Ports at 30
* H-tree depth at 1
* Total power at ~1.6 mW
* Largest cells by area: ha_1 22%, dfrtp_1 11%, xnor2_1 10%
* PD cells at 510 mW/mm2
* FP Core Util at about a third
* WP buf/inv at 2
* Setup violations, final at 8
* Number of max-cap violations at 0
* Pint at 1.01 mW
* Reg clk slew, reported paths at 0.04 ns
* RD Place Congestion at approximately 0.90
* Max incr delay on CP at around 0.48 ns
* CTS sink cnt at 8
* Final Hold Fails at 0
* Leak at approximately 1.4 nW
* First-pass DRT Iterations at 4
* First-pass GRT wire length at 9730 um
* Setup CP Type: input port to flip-flop
* WP data arrival at approximately 2.4 ns
* Detailed placer's ending HPWL at around 5000 um
* Primary FF master, synth: dfrtp_1
* Worst rel slew slack at 77.3%
* Worst Path Required at roughly 1.9 ns
* Placed cells at slightly above 400
* Final ANT Viol Nets at 0
-- final cells by class --
cell class / count / area, um2
tap: 75 / 93.8
inverter: 17 / 63.8
fill: 542 / 2870
timing repair buffer: 102 / 870
multi-input combinational: 213 / 1890
clock buffer: 3 / 41.3
sequential: 8 / 200
-- power groups by stage --
stage / sequential [mW] / clock, mW / combinational [mW]
after global routing: 0.245 / 0.235 / 1.26
after CTS: 0.242 / 0.223 / 1.09
final: 0.241 / 0.222 / 1.14
-- path summary, 6_finish.rpt --
kind,start,to,slack (ns),cells after the start
min in group clk0,accum[3],alu_out[3],0.58,3
setup / recovery,accum[1],alu_out[3],-0.59,11
hold / removal,reset,alu_out[2],0.36,2
max in group asynchronous,reset,alu_out[1],1.11,2
-- logic make-up after synthesis --
logic type | Yosys count | share of synthesized area, %
compound gates | 68 | 24.0
xor+xnor | 28 | 12.9
fa+ha+maj | 38 | 26.6
buf+inv | 23 | 4.67
flops | 8 | 10.5
mux | 3 | 2.30
simple gates | 76 | 19.1
-- what timing repair did --
item | CTS | global route
endpoints found under the hold margin | 0 | 0
pin swaps | 42 | 23
setup buffers | 8 | 4
hold buffers | 0 | 0
endpoints found under the setup margin | 9 | 9
resized | 99 | 14
-- synthesized netlist by cell type (2+ instances only) --
library cell and count:
ha_1 34, nand3_1 2, o21a_1 2, dfrtp_1 8
nand2_1 18, nor2b_1 3, o21bai_1 2, nor2_1 28
inv_1 16, a211oi_1 4, or3_1 3, a21o_1 2
nor4_1 2, o22ai_1 2, o21ai_0 16, xnor2_1 22
a221oi_1 2, nand2b_1 5, o211ai_1 5, and3_1 3
buf_2 2, buf_1 2, nor3_1 4, clkbuf_1 2
o31ai_1 3, xor2_1 6, or4_1 2, a21oi_1 10
a31oi_1 7, nand3b_1 2, fa_1 4
-- per-layer routing --
layer	up-vias	GRT usage [%]	wire length [um]	share of wire, %
li1	1092	-	-	-
met1	971	30.4	3040	50
met2	54	31.8	2690	45
met3	2	0.676	290	4.8
met4	0	0.526	14	0.23
met5	-	0	0	0
-- layout by cell type, fill, tap and decap left out, drive strengths merged, types with 3 or more instances in the layout --
cell / instances
buf: 84
ha: 34
nor2: 28
xnor2: 22
nand2: 18
o21ai: 18
inv: 16
clkdlybuf4s50: 13
a21oi: 10
dfrtp: 8
a31oi: 7
xor2: 6
o211ai: 5
nand2b: 5
dlygate4sd2: 4
a211oi: 4
nor3: 4
fa: 4
and3: 3
or3: 3
clkbuf: 3
o31ai: 3
nor2b: 3
or4: 3
-- metrics by stage --
step	setup TNS [ns]	setup WS, ns	hold WS, ns	instance area, um2	utilization, %
floorplan	-3.98	-0.676	0.156	2030	-
global placement	-9.40	-1.32	0.609	2840	47.2
detailed placement	-9.56	-1.34	0.603	2840	47.2
CTS	-3.77	-0.656	0.373	3070	51.0
global route	-4.35	-0.712	0.420	3150	52.3
finish	-3.55	-0.589	0.358	3150	52.3
No activity file was given, so power comes from the tool's default toggle rates.
